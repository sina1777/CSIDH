`/design/flow/run.sh`:
```
#!/bin/bash
# OpenROAD 26Q1-2900-gdf79404cd8, Yosys 0.63+post, stock flow scripts
make -C /OpenROAD-flow-scripts/flow DESIGN_CONFIG=/design/flow/config.mk WORK_HOME=/design/flow/orfs finish
```
`/design/flow/config.mk`:
```
export PLATFORM = sky130hd
export DESIGN_NAME = mul32
export DESIGN_NICKNAME = mul32
export VERILOG_FILES = /design/flow/design.v
export SDC_FILE = /design/flow/constraint.sdc
export NUM_CORES = 4
export LEC_CHECK = 1
export CORE_UTILIZATION = 50
```
`/design/flow/design.v`:
```
module mul32 (
    input  wire         clk,
    input  wire [31:0]  A,
    input  wire [31:0]  B,
    output reg  [63:0]  C = 64'd0  
);
    wire signed [32:0] a_signed = {1'b0, A};
    wire signed [33:0] b_signed_padded = {{1'b0, B}, 1'b0};
    wire signed [65:0] pp [0:16];
    reg signed [65:0] stage1_sum_reg;
    reg signed [65:0] pp_stage2_reg [9:16]; 
    genvar i;
    generate
        for (i = 0; i < 16; i = i + 1) begin : booth_pp_gen
            assign pp[i] = (b_signed_padded[2*i+2:2*i] == 3'b000) ? 66'd0 :
                           (b_signed_padded[2*i+2:2*i] == 3'b001) ? {{33{a_signed[32]}}, a_signed} << (2*i) :
                           (b_signed_padded[2*i+2:2*i] == 3'b010) ? {{33{a_signed[32]}}, a_signed} << (2*i) :
                           (b_signed_padded[2*i+2:2*i] == 3'b011) ? {{32{a_signed[32]}}, a_signed, 1'b0} << (2*i) :
                           (b_signed_padded[2*i+2:2*i] == 3'b100) ? -({{32{a_signed[32]}}, a_signed, 1'b0} << (2*i)) :
                           (b_signed_padded[2*i+2:2*i] == 3'b101) ? -({{33{a_signed[32]}}, a_signed} << (2*i)) :
                           (b_signed_padded[2*i+2:2*i] == 3'b110) ? -({{33{a_signed[32]}}, a_signed} << (2*i)) :
                           66'd0;
        end
    endgenerate
    wire signed [2:0] final_window = {b_signed_padded[33], b_signed_padded[33], b_signed_padded[32]};
    assign pp[16] = (final_window == 3'b000) ? 66'd0 :
                    (final_window == 3'b001) ? {{33{a_signed[32]}}, a_signed} << 32 :
                    (final_window == 3'b010) ? {{33{a_signed[32]}}, a_signed} << 32 :
                    (final_window == 3'b011) ? {{32{a_signed[32]}}, a_signed, 1'b0} << 32 :
                    (final_window == 3'b100) ? -({{32{a_signed[32]}}, a_signed, 1'b0} << 32) :
                    (final_window == 3'b101) ? -({{33{a_signed[32]}}, a_signed} << 32) :
                    (final_window == 3'b110) ? -({{33{a_signed[32]}}, a_signed} << 32) :
                    66'd0;
    always @(posedge clk) begin
        stage1_sum_reg <= pp[0] + pp[1] + pp[2] + pp[3] + pp[4] +
                          pp[5] + pp[6] + pp[7] + pp[8];
        pp_stage2_reg[9]  <= pp[9];
        pp_stage2_reg[10] <= pp[10];
        pp_stage2_reg[11] <= pp[11];
        pp_stage2_reg[12] <= pp[12];
        pp_stage2_reg[13] <= pp[13];
        pp_stage2_reg[14] <= pp[14];
        pp_stage2_reg[15] <= pp[15];
        pp_stage2_reg[16] <= pp[16];
    end
    always @(posedge clk) begin
        C <= (stage1_sum_reg + pp_stage2_reg[9]  + pp_stage2_reg[10] + 
                               pp_stage2_reg[11] + pp_stage2_reg[12] +
                               pp_stage2_reg[13] + pp_stage2_reg[14] + 
                               pp_stage2_reg[15] + pp_stage2_reg[16]);
    end
endmodule
```
`/design/flow/constraint.sdc`:
```
current_design mul32

set clk_period 19.0
set clk_io_pct 0.2

create_clock -name clk0 -period $clk_period [get_ports {clk}]

set non_clock_inputs [all_inputs -no_clocks]
set_input_delay [expr $clk_period * $clk_io_pct] -clock clk0 $non_clock_inputs
set_output_delay [expr $clk_period * $clk_io_pct] -clock clk0 [all_outputs]
```
==> deck_impl_summary.md <==
Physical Implementation Snapshot

Outcome
  • Status: complete, no violations

Placement
  • IO buf count: 128
  • Placer congestion estimate: 1.09
  • Final HPWL DP: 180,000 um
  • Pre-CTS WS: 5.16 ns

GRT
  • Vias in the first global route: 50,751
  • First-pass GRT wire length: 361,000 um
  • GRT overflow: 0
  • Tot GR Track Use: 0.488
  • Antenna violations before repair: 16
  • Largest net degree at the start of global routing: 109

Clock network
  • TritonCTS Buffers: 50
  • Clock buffer depth: 3
  • CTS tree: built
  • CTS hold repair buffers: 0
  • Cts repair resizes: 0
  • Post-CTS Setup Inserts: 0
  • Clock sink count: 440
  • CTS clk-pin slew, worst paths: 0.06 ns
  • Latency at later pin: 0.67 ns
  • H-tree levels: 2
  • Clk root buf: clkbuf_16

Logic synthesis
  • Synth Cell Area: 0.0529 mm2
  • Synth cell count leaders: o21ai_0, clkbuf_1, fa_1, a21oi_1, inv_1
  • Ys flop type: dfxtp_1
  • #FFs+latches synth: 440
  • Synth Seq Share: 0.167
  • Count leader, synth: o21ai_0
  • Mean Syn Cell Area: 7.98 um2
  • Main area contributors: fa_1, dfxtp_1, o21ai_0
  • Yosys stat area: 0.0529 mm2
  • Post-synth cell types: 88
  • Syn Inst Count: 6,622
  • Post-synthesis async set-or-reset flop share: 0
  • Ys Warns: 2
  • Number of enable flip-flop cells: 0
  • Yosys cell count: 6,622
  • Largest type area fraction: 0.237
  • Cell type with the largest total area: fa_1

Layout
  • Sequential cell area: 0.00881 mm2
  • Area Overhead vs Synth: 7.83%
  • Largest register FFs: 312
  • Logic area: 0.0392 mm2
  • Share of cells above drive strength 1: 0.0802
  • Filler Cell Count: 9,549

STA
  • Fin Setup TNS: 0 ns
  • Fmax: 73.1 MHz
  • Post-route clock period utilization: 0.720
  • Count of final setup violators: 0
  • Final worst slack: 5.32 ns
  • Worst Max-Slew Pin Slew: 1.24 ns
  • Final Hold Vio Count: 0
  • Final min period: 13.68 ns
  • Clock Skews: 0.0436 ns
  • RSZ-0062 raised after global routing: no
  • Slew HR: 0.169
  • Pins over their slew limit: 0

Route
  • Final ANT Viol Nets: 0
  • Routed wire length: 249,000 um
  • Wirelength per Cell: 32.1 um
  • DRT Pass-1 Iters: 10
  • 1st-iter DRT viols: 6,815
  • DR vias: 53,076
  • Via/cell ratio: 6.83
  • DRC: 0

Die
  • Core Region: 0.104 mm2
  • Io pins: 129
  • Rows: 118
  • Die X: 327 um
  • Die area: 0.107 mm2
  • Die height: 327 um
  • Core Util at FP: 0.508

Setup path
  • Crit path capture type: register
  • Worst r2r dst: C[63]
  • Req. time, crit path: 19.50 ns
  • Worst Path Arrival: 14.18 ns
  • Crit path max fanout: 19
  • WS Path Type: in2reg
  • Crit Reg-Reg Startpoint: stage1_sum_reg[32]
  • Reg2reg path depth: 14
  • Slowest stage delay, CP: 0.89 ns
  • Reg2reg setup slack: 12.90 ns
  • Setup crit start kind: input port
  • Crit-path slowest cell: nor2_1

Min path
  • Hold Path Sink: C[10]
  • Hold Path Stages: 0
  • Worst hold path class: reg2reg
  • Hold Startpoint: stage1_sum_reg[10]

Job
  • Max Cap Viol: 0
  • Tool warnings: 28
-- cells by family (layout without fill, tap and decap cells) --
| group | after synthesis | after routing | synth area share |
|---|---|---|---|
| simple gates | 1273 | 1273 | 0.106 |
| buf+inv | 1327 | 1088 | 0.0953 |
| fa+ha+maj | 822 | 822 | 0.281 |
| compound gates | 2511 | 2511 | 0.305 |
| mux | 53 | 53 | 0.0122 |
| flops | 440 | 440 | 0.167 |
| other cells | 0 | 8 | 0 |
| xor+xnor | 196 | 196 | 0.0329 |
-- worst max-delay path: cells and delay by family --
kind / cells / cell delay [ns]
AND/OR/NAND/NOR: 9 / 3.78
adder cells (fa/ha/maj): 6 / 2.70
AND-OR/OR-AND: 7 / 2.30
buffers and inverters: 7 / 1.45
multiplexers: 1 / 0.12
-- metrics by stage --
step | hold WS, ns | cells | instance area, um2 | utilization
6_report | 0.326 | 7771 | 57000 | 0.548
5_1_grt | 0.329 | 7766 | 57000 | 0.547
4_1_cts | 0.326 | 7763 | 57000 | 0.547
3_5_place_dp | 0.312 | 7671 | 55100 | 0.530
3_3_place_gp | 0.311 | 7670 | 55100 | 0.530
2_1_floorplan | 0.310 | 6622 | 52900 | -
-- per-layer routing --
layer	vias up	GRT usage	wire length, um
li1	22636	-	-
met1	25210	0.666	91500
met2	4275	0.634	98100
met3	933	0.288	43700
met4	22	0.215	15300
met5	-	0.0311	424
-- layout make-up --
| type | count | share of cell area |
|---|---|---|
| diodes | 8 | 0.000351 |
| clock buffers | 64 | 0.0241 |
| inverters | 598 | 0.0394 |
| well taps | 1380 | 0.0303 |
| repair buffers | 398 | 0.0550 |
| flip-flops and latches | 440 | 0.155 |
| multi-input cells | 4855 | 0.688 |
| clock inverters | 28 | 0.00806 |
-- placed cells by master, fill, tap and decap left out, drive strengths merged, types with 36 or more instances in the layout --
master / instances
a211oi: 109
a21o: 76
a21oi: 606
a221o: 52
a221oi: 195
a22oi: 113
and2: 75
buf: 314
clkbuf: 64
clkdlybuf4s50: 84
dfxtp: 440
fa: 626
ha: 150
inv: 593
maj3: 46
mux2i: 36
nand2: 445
nand3: 47
nor2: 481
nor2b: 45
nor3: 52
o211a: 38
o211ai: 83
o21ai: 726
o221ai: 48
o22ai: 176
o2bb2ai: 43
xnor2: 134
xor2: 62
-- worst max path at each step --
stage,depth (start not counted),to,start
6_report,30,stage1_sum_reg[50],A[1]
5_1_grt,30,stage1_sum_reg[50],A[1]
4_1_cts,30,stage1_sum_reg[50],A[1]
